<file path="/design/flow/design.v">
module booth_mult_radix2_unsigned (
    input  [7:0] M_in,  
    input  [7:0] Q_in,  
    output [15:0] P     
);
    wire signed [8:0] M = {1'b0, M_in};
    wire signed [8:0] Q = {1'b0, Q_in};
    wire signed [18:0] stage [0:9];
    assign stage[0] = {9'b0, Q, 1'b0};
    genvar i;
    generate
        for (i = 0; i < 9; i = i + 1) begin : multiplier_stages
            wire [8:0] current_acc;
            assign current_acc = (stage[i][1:0] == 2'b01) ? (stage[i][18:10] + M) :
                                 (stage[i][1:0] == 2'b10) ? (stage[i][18:10] - M) :
                                  stage[i][18:10];
            assign stage[i+1] = $signed({current_acc, stage[i][9:0]}) >>> 1;
        end
    endgenerate
    assign P = stage[9][16:1];
endmodule
</file>
<file path="/design/flow/run.sh">
#!/bin/bash
# OpenROAD 26Q1-2900-gdf79404cd8, Yosys 0.63+post, stock flow scripts
make -C /OpenROAD-flow-scripts/flow DESIGN_CONFIG=/design/flow/config.mk WORK_HOME=/design/flow/orfs finish
</file>
<file path="/design/flow/constraint.sdc">
current_design booth_mult_radix2_unsigned

set clk_period 22.7
set clk_io_pct 0.2

create_clock -name clk0 -period $clk_period

set non_clock_inputs [all_inputs -no_clocks]
set_input_delay [expr $clk_period * $clk_io_pct] -clock clk0 $non_clock_inputs
set_output_delay [expr $clk_period * $clk_io_pct] -clock clk0 [all_outputs]
</file>
<file path="/design/flow/config.mk">
export PLATFORM = sky130hd
export DESIGN_NAME = booth_mult_radix2_unsigned
export DESIGN_NICKNAME = booth_mult_radix2_unsigned
export VERILOG_FILES = /design/flow/design.v
export SDC_FILE = /design/flow/constraint.sdc
export NUM_CORES = 4
export LEC_CHECK = 1
export CORE_UTILIZATION = 30
export SYNTH_HDL_FRONTEND = slang
</file>
==> impl_metrics.csv <==
group,metric,value,unit
synth,top_cell_area_share,18.9,%
synth,yosys_warnings,0,
final_timing,max_freq,0.0454,GHz
hold_path,min_to,"P[0]",
route,drt_pre_antenna_iters,5,
global_route,grt_pass1_wl,41.4,mm
cells_and_area,seq_cells,0,
run,drv_cap,0,
synth,yosysTopAreaCell,"ha_1",
global_route,antenna_found_initial,1,
setup_path,worstPathRequired,18.16,ns
global_route,grt_max_degree,46,
setup_path,cp_max_fo,7,
place,io_buffers,32,
cells_and_area,fin_util,37.4,%
synth,netlist_area,7420,um2
hold_path,hold_class,"input port to output pin",
floorplanning,fp-row-count,57,
place,gp_congestion,0.990,
hold_path,hp-start,"M_in[0]",
global_route,grt_pass1_vias,7605,
setup_path,critPathKind,"input port to output pin",
route,via_per_inst,5.65,
clock_network,postCtsHoldBufs,0,
synth,yosysUniqueCellTypes,85,
setup_path,worst_setup_path_start_kind,"input port",
route,final_antenna_net_count,0,
final_timing,hold_violations,0,
setup_path,worst_path_most_repeated_cell,"ha_1",
setup_path,arrival,17.50,ns
global_route,grt_use_total,20.8,%
cells_and_area,syn_to_final_growth,22.5,%
final_timing,min_period_over_period,97.1,%
run,tool_warnings,81,
final_timing,setup_violations,0,
synth,synthCells,1084,
cells_and_area,area.sequential,0,um2
route,wirelength,26.7,mm
floorplanning,io_pins,32,
route,dr.first_iter.drc_count,693,
synth,ys_cells,1084,
floorplanning,chip_area,25400,um2
final_timing,maxSlewHeadroom,47.9,%
floorplanning,core-area,24300,um2
power,powerDensity,103,nW/um2
final_timing,worst_pin_slew,0.772,ns
synth,syn_area_per_cell,6.84,um2
cells_and_area,clockBufferCount,0,
final_timing,finalSetupTns,0,ns
floorplanning,core_util_floorplan,30.5,%
final_timing,layout_min_cycle_time,22.04,ns
outcome,status,"finished clean",
route,avgRoutedWirePerCell,18.1,um
place,hpwl,20.3,mm
floorplanning,fp.dieH,159,um
global_route,grt_overflow,0,
synth,ys_seq_share,0,%
power,ir_drop,0.0000694,V
final_timing,slew_violations,0,
synth,top_cells_by_area,"ha_1 (19%), a21oi_1 (6.7%), nor2_1 (5.8%)",
setup_path,slowest_delay,0.53,ns
cells_and_area,drive_above_1_share,18.8,%
setup_path,cpMaxStageDelayCell,"or4_1",
power,leakagePower,3.80,nW
route,num_vias,8313,
hold_path,min_path_cells,5,
setup_path,endpoint_kind,"output pin",
route,drcViolationCount,0,
synth,ys_chip_area,7420,um2
floorplanning,die_w,159,um
cells_and_area,nFillCells,2441,
[Yosys cell counts, types with 5 or more instances]
cell type    n
a211oi_1    20
a21o_1      23
a21oi_1     99
a221o_1      7
a221oi_1    18
a22oi_1      6
a31oi_1     10
and2_1       7
and3_1      12
buf_2        5
clkbuf_1    51
fa_1        15
ha_1       112
inv_1       76
mux2i_1     10
nand2_1     75
nand2b_1    18
nand3_1     13
nor2_1     115
nor2b_1     23
nor3_1      23
o211ai_1     9
o21a_1      15
o21ai_0     67
o21bai_1    22
o22a_1       6
o22ai_1     16
o31a_1       6
o31ai_1     13
o32a_1       5
or2_2        6
or3_1        9
xnor2_1     48
xor2_1      22
[cell families (layout without fill, tap and decap cells)]
logic type               after synthesis  count (layout)  synth area share, %
buffers and inverters                139             201                 7.32
XOR/XNOR                              74              74                 9.38
multiplexers                          15              15                 2.26
AND/OR/NAND/NOR                      324             324                 20.8
other                                  0               1                    0
AND-OR/OR-AND                        405             405                 37.3
adder cells (fa/ha/maj)              127             127                 22.9
[worst max path at each step]
stage	from	to	slack, ns	cells past startpoint
after CTS	M_in[0]	P[15]	0.008	69
final	M_in[0]	P[15]	0.66	64
after global routing	M_in[0]	P[15]	-0.1	70
[worst max-delay path, delay by kind of cell]
kind	cells	cell delay, ns
AOI/OAI and AO/OA	27	4.88
xor gates and xnor gates	5	0.75
adders and majority gates	9	2.99
buffers and inverters	9	1.79
muxes	2	0.52
and+or+nand+nor	12	2.02
[placed cells by master, fill, tap and decap left out, types with 9 or more instances in the layout]
cell type | synthesis | final
xnor2_1 | 48 | 43
a221oi_1 | 18 | 12
o21a_1 | 15 | 15
nor3_1 | 23 | 19
a21oi_2 | 0 | 19
nor2_1 | 115 | 112
a21oi_1 | 99 | 80
and3_1 | 12 | 12
nand2_1 | 75 | 73
mux2i_1 | 10 | 10
inv_1 | 76 | 74
a31oi_1 | 10 | 9
o21bai_1 | 22 | 20
a21o_1 | 23 | 23
o21ai_1 | 1 | 11
o31ai_1 | 13 | 10
nand2b_1 | 18 | 18
o21ai_0 | 67 | 51
ha_1 | 112 | 98
nor2b_1 | 23 | 22
a211oi_1 | 20 | 15
o22ai_1 | 16 | 14
o211ai_1 | 9 | 9
xor2_1 | 22 | 21
nand3_1 | 13 | 13
fa_1 | 15 | 13
clkdlybuf4s50_1 | 0 | 31
buf_4 | 0 | 89
or3_1 | 9 | 9
[power breakdown]
part	internal, mW	switching [mW]	total (mW)	leakage [nW]
Clock	0.00000000604	0	0.00000000604	0.00000634
Sequential	0	0	0	0
Combinational	0.459	0.480	0.939	3.80
Total	0.459	0.480	0.939	3.80
[cell type report]
cell class | count | area (um2) | area share, %
diodes | 1 | 2.50 | 0.0275
well taps | 324 | 405 | 4.46
multi-input cells | 945 | 7360 | 81.0
inverters | 77 | 289 | 3.18
repair buffers | 124 | 1030 | 11.4
[stage by stage]
step,worst slack (ns),cell area [um2],total power [mW],hold slack [ns],std cells
after floorplan,0.622,7420,0.603,9.25,1084
after global placement,0.0736,8440,0.827,10.12,1451
after detailed placement,-0.198,8440,0.829,10.13,1451
after CTS,0.00773,8470,0.838,10.13,1452
after global routing,-0.0994,9090,1.04,10.21,1470
final,0.658,9090,0.939,10.15,1471
[routing by layer]
metal | vias to the layer above | wire length, um | track usage [%]
li1 | 4091 | - | -
met1 | 3935 | 12900 | 30.6
met2 | 268 | 12000 | 33.5
met3 | 19 | 1400 | 1.91
met4 | 0 | 331 | 3.41
met5 | - | 0 | 0
[repair_timing]
item                                    CTS  global route
gates resized                             7           117
endpoints found under the setup margin    1             5
setup buffers                             1            18
pin swaps                                 1            37
Power and IR drop assume default switching activity.
