<file path="flow/config.mk">
export PLATFORM = sky130hd
export DESIGN_NAME = array_multiplier_8bit
export DESIGN_NICKNAME = array_multiplier_8bit
export VERILOG_FILES = /design/flow/design.v
export SDC_FILE = /design/flow/constraint.sdc
export NUM_CORES = 4
export LEC_CHECK = 1
export CORE_UTILIZATION = 30
export SYNTH_HDL_FRONTEND = slang
</file>
<file path="flow/constraint.sdc">
current_design array_multiplier_8bit

set clk_period 22.0
set clk_io_pct 0.2

create_clock -name clk0 -period $clk_period

set non_clock_inputs [all_inputs -no_clocks]
set_input_delay [expr $clk_period * $clk_io_pct] -clock clk0 $non_clock_inputs
set_output_delay [expr $clk_period * $clk_io_pct] -clock clk0 [all_outputs]
</file>
<file path="flow/design.v">
`timescale 1ns / 1ps
module array_multiplier_8bit (
    input  [7:0] A,
    input  [7:0] B,
    output [15:0] Z
);
    wire [63:0] p;     
    wire [63:0] s;     
    wire [63:0] c;     
    genvar i, j;
    generate
        for (i = 0; i < 8; i = i + 1) begin: row_gen
            for (j = 0; j < 8; j = j + 1) begin: col_gen
                assign p[i*8 + j] = A[j] & B[i];
            end
        end
    endgenerate
    assign Z[0] = p[0];  
    generate
        for (j = 0; j < 8; j = j + 1) begin: row0_init
            assign s[j] = p[j];     
            assign c[j] = 1'b0;     
        end
    endgenerate
    generate
        for (i = 1; i < 8; i = i + 1) begin: adder_rows
            for (j = 0; j < 8; j = j + 1) begin: adder_cols
                wire a_in = p[i*8 + j];
                wire b_in = (j == 7) ? c[(i-1)*8 + j] : s[(i-1)*8 + (j+1)];
                wire cin  = (j == 0) ? 1'b0           : c[i*8 + (j-1)];
                if (j == 0) begin : ha_inst
                    half_adder ha (
                        .a(a_in), 
                        .b(b_in), 
                        .sum(s[i*8 + j]), 
                        .carry(c[i*8 + j])
                    );
                end else begin : fa_inst
                    full_adder fa (
                        .a(a_in), 
                        .b(b_in), 
                        .cin(cin), 
                        .sum(s[i*8 + j]), 
                        .cout(c[i*8 + j])
                    );
                end
            end
            assign Z[i] = s[i*8 + 0];
        end
    endgenerate
    generate
        for (j = 1; j < 8; j = j + 1) begin: msb_bits
            assign Z[j+7] = s[7*8 + j];
        end
    endgenerate
    assign Z[15] = c[7*8 + 7];
endmodule
module half_adder (input a, b, output sum, carry);
    assign sum = a ^ b;
    assign carry = a & b;
endmodule
module full_adder (input a, b, cin, output sum, cout);
    assign sum = a ^ b ^ cin;
    assign cout = (a & b) | (b & cin) | (a & cin);
endmodule
</file>
<file path="flow/run.sh">
#!/bin/bash
# OpenROAD 26Q1-2900-gdf79404cd8, Yosys 0.63+post, stock flow scripts
make -C /OpenROAD-flow-scripts/flow DESIGN_CONFIG=/design/flow/config.mk WORK_HOME=/design/flow/orfs finish
</file>
==> flow_summary.ini <==
; implementation run metrics
[route]
ant_nets = 0
vias = 991
drtPass1Iterations = 4
drc = 0
viasPerCell = 4.00
drt_iter0_markers = 10
routed_wl_mm = 2.10
diodes = 0
wl_per_cell_um = 8.47

[setup_path]
worstSetupPathType = input port to output port
worst_path_max_delay_cell = clkdlybuf4s50_1
path_max_fanout = 8
cp_common_cell = fa_1
cp-end-kind = output port
crit_start = B[0]
cp.arrival_ns = 14.56
startpoint_type = input port
cp.required_ns = 17.60
slowest_delay_ns = 0.62

[floorplan]
die_area_mm2 = 0.00571
core-area_mm2 = 0.00517
num_rows = 26
dieWidth_um = 75.6
initCoreUtil_pct = 31.4
die_h_um = 75.6
ios = 32

[synth]
top_cells_by_count = fa_1 (48), and2_1 (45), inv_1 (26)
top_area_share_pct = 59.2
synthAoiAreaFrac_pct = 0
xor_area_share_pct = 0
topCombFamilyByArea = adder cells
synthesis.area_mm2 = 0.00162
ys_types = 6
ys_seq_share_pct = 0
yosys_area_mm2 = 0.00162
ys_sh_simple_pct = 21.7
area_leaders = fa_1 (59%), and2_1 (17%), buf_4 (6.9%), ha_1 (6.2%), inv_1 (6.0%)
ys_sh_adder_pct = 65.3
yosys-stat-cells = 161
synth_warnings = 0
syn_inst = 161
yosysMostFrequentCell = fa_1
muxShareOfSynthArea_pct = 0
largest_area_cell = fa_1
avgSynthCellArea_um2 = 10.1

[pwr]
ir_drop_uv = 69.5
p_leak_uw = 0.000879
power_density_mw_per_mm2 = 125

[placed_design]
gp_congestion = 0.735
port_buffers = 32
post-place-cells = 248
dp_hpwl_mm = 2.09

[outcome]
outcome = completed

[clock_tree]
cts_resized = 0
post_cts_buffers = 0
cts_hold_repair.buffers = 0

[timing]
fmax_mhz = 52.8
slew_violations = 0
slew_headroom_pct = 81.8
min_period_ns = 18.96
setup_viol = 0
hold_viol_final = 0
rsz0062_at_grt = no
worst_pin_slew_ns = 0.273
hold_slack_ns = 9.93
period_used_pct = 86.2
fin_setup_tns_ns = 0

[global_routing]
grt_pass1_wl_mm = 4.25
globalRouteOverflowTotal = 0
grt_max_degree = 9
antenna_found_initial = 0
grt_pass1_vias = 1055
track_usage_pct = 9.62

[finish]
drive_gt1_share_pct = 0
n_clock_buffer = 0
seqCellArea_um2 = 0
utilization_pct = 37.1
fillers = 525
area_delta_synth_final_pct = 18.2
nFlopsAndLatches = 0
fin_cells = 248

[hold_path]
hp-class = input port to output port
hp-start = B[0]

[flow_run]
tool_warnings = 32
drv_cap = 0
[layout make-up]
type	count	area, um^2	share of cell area, %
timing repair buffer	32	320	16.7
tap	70	87.6	4.56
inverter	26	97.6	5.08
multi-input combinational	120	1410	73.7
[path summary, 6_finish.rpt]
path,slack [ns],cells after the start,endpoint
worst max-delay path,3.04,27,Z[14]
worst min-delay path,9.93,3,Z[0]
[where the power goes]
group | switching (uW) | internal [uW] | total, uW | leakage, uW
Clock | 0 | 0 | 0 | 0
Sequential | 0 | 0 | 0 | 0
Combinational | 88.3 | 152 | 240 | 0.000879
[per-layer routing]
| layer | up-vias | share of wire [%] | GRT usage, % |
|---|---|---|---|
| met5 | - | 0 | 0 |
| met4 | 0 | 0 | 0 |
| met3 | 0 | 2.4 | 0.402 |
| met2 | 14 | 54 | 17.5 |
| met1 | 493 | 44 | 14.4 |
| li1 | 484 | - | - |
[stage by stage]
stage	power (uW)	instance area (um^2)	setup slack, ns
finish	240	1920	3.04
global route	292	1920	2.61
CTS	253	1920	2.95
detailed placement	251	1920	2.98
global placement	250	1920	2.98
floorplan	195	1620	4.14
[critical path: cells and delay by family]
kind / cells / cell delay [ns]
adders and majority gates: 20 / 8.74
buffers and inverters: 6 / 1.25
and+or+nand+nor: 1 / 0.18
[logic make-up after synthesis]
logic type | after synthesis
simple gates | 64
buf+inv | 41
fa+ha+maj | 56
[cells in the final DEF (no fill, tap or decap), drive strengths merged]
| cell | netlist | routed |
|---|---|---|
| and2 | 45 | 45 |
| clkdlybuf4s50 | 0 | 32 |
| fa | 48 | 48 |
| ha | 8 | 8 |
| inv | 26 | 26 |
| nand2 | 19 | 19 |
Power is estimated from default activity; no workload was simulated.
