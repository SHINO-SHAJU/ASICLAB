==> /design/flow/design.v <==
module booth_mult_radix2_dataflow (
    input  signed [7:0]  M,  
    input  signed [7:0]  Q,  
    output signed [15:0] P   
);
    wire signed [16:0] stage0, stage1, stage2, stage3, stage4, stage5, stage6, stage7, stage8;
    assign stage0 = {8'b0, Q, 1'b0};
    wire signed [7:0] acc1;
    assign acc1 = (stage0[1:0] == 2'b01) ? (stage0[16:9] + M) :
                  (stage0[1:0] == 2'b10) ? (stage0[16:9] - M) :
                   stage0[16:9];
    assign stage1 = $signed({acc1, stage0[8:0]}) >>> 1;  
    wire signed [7:0] acc2;
    assign acc2 = (stage1[1:0] == 2'b01) ? (stage1[16:9] + M) :
                  (stage1[1:0] == 2'b10) ? (stage1[16:9] - M) :
                   stage1[16:9];
    assign stage2 = $signed({acc2, stage1[8:0]}) >>> 1;
    wire signed [7:0] acc3;
    assign acc3 = (stage2[1:0] == 2'b01) ? (stage2[16:9] + M) :
                  (stage2[1:0] == 2'b10) ? (stage2[16:9] - M) :
                   stage2[16:9];
    assign stage3 = $signed({acc3, stage2[8:0]}) >>> 1;
    wire signed [7:0] acc4;
    assign acc4 = (stage3[1:0] == 2'b01) ? (stage3[16:9] + M) :
                  (stage3[1:0] == 2'b10) ? (stage3[16:9] - M) :
                   stage3[16:9];
    assign stage4 = $signed({acc4, stage3[8:0]}) >>> 1;
    wire signed [7:0] acc5;
    assign acc5 = (stage4[1:0] == 2'b01) ? (stage4[16:9] + M) :
                  (stage4[1:0] == 2'b10) ? (stage4[16:9] - M) :
                   stage4[16:9];
    assign stage5 = $signed({acc5, stage4[8:0]}) >>> 1;
    wire signed [7:0] acc6;
    assign acc6 = (stage5[1:0] == 2'b01) ? (stage5[16:9] + M) :
                  (stage5[1:0] == 2'b10) ? (stage5[16:9] - M) :
                   stage5[16:9];
    assign stage6 = $signed({acc6, stage5[8:0]}) >>> 1;
    wire signed [7:0] acc7;
    assign acc7 = (stage6[1:0] == 2'b01) ? (stage6[16:9] + M) :
                  (stage6[1:0] == 2'b10) ? (stage6[16:9] - M) :
                   stage6[16:9];
    assign stage7 = $signed({acc7, stage6[8:0]}) >>> 1;
    wire signed [7:0] acc8;
    assign acc8 = (stage7[1:0] == 2'b01) ? (stage7[16:9] + M) :
                  (stage7[1:0] == 2'b10) ? (stage7[16:9] - M) :
                   stage7[16:9];
    assign stage8 = $signed({acc8, stage7[8:0]}) >>> 1;
    assign P = stage8[16:1];
endmodule
==> /design/flow/run.sh <==
#!/bin/bash
# OpenROAD 26Q1-2900-gdf79404cd8, Yosys 0.63+post, stock flow scripts
make -C /OpenROAD-flow-scripts/flow DESIGN_CONFIG=/design/flow/config.mk WORK_HOME=/design/flow/orfs finish
==> /design/flow/config.mk <==
export PLATFORM = sky130hd
export DESIGN_NAME = booth_mult_radix2_dataflow
export DESIGN_NICKNAME = booth_mult_radix2_dataflow
export VERILOG_FILES = /design/flow/design.v
export SDC_FILE = /design/flow/constraint.sdc
export NUM_CORES = 4
export LEC_CHECK = 1
export CORE_UTILIZATION = 50
export SYNTH_HDL_FRONTEND = slang
==> /design/flow/constraint.sdc <==
current_design booth_mult_radix2_dataflow

set clk_period 21.0
set clk_io_pct 0.2

create_clock -name clk0 -period $clk_period

set non_clock_inputs [all_inputs -no_clocks]
set_input_delay [expr $clk_period * $clk_io_pct] -clock clk0 $non_clock_inputs
set_output_delay [expr $clk_period * $clk_io_pct] -clock clk0 [all_outputs]
==> commit_impl_results.txt <==
Update PnR metrics after Yosys + OpenROAD run

- After detailed routing, the average wire length per cell comes to 19.0 um.
- Final GP Congestion: 1.00
* Drt pass-1 iters: 5
- Leftover overflow at the end of global routing: 0
- PwrDens: 99.8 nW/um^2
- Registers take 0 um^2.
- The chip occupies 12,000 um^2.
* Cell area after synthesis: 5770 um^2
- Start point of the critical path: M[0]
* Pin slew with the least headroom to its limit: 858 ps
- Proportion of synthesized chip area in sequential cells: 0
- Across the run, the number of max-cap violations was 0.
- Top post-synthesis cells by area: ha_1 (20%), a21oi_1 (6.3%), xnor2_1 (6.2%)
* Largest stage delay on the critical path: 560 ps
- Average via count per standard cell: 6.44
* Maximum net fanout on the critical path: 7
- After layout, the clock buffer instance count stands at 0.
* Vertical extent of the die: 109 um
* Fraction of layout instances using a drive strength above 1: 0.0811
- The slowest stage of the critical path belongs to the cell clkdlybuf4s50_1.
* Final std cells w/o fill: 1,003
* Critical path arrival: 15,940 ps
* Sort of element at the start of the critical path: primary input
* Area after detailed placement: 6280 um^2
- In the post-route report, total wirelength is listed as 19,100 um.
* Total routing usage reported by global routing: 0.328
* Share of the core filled by cells before placement: 0.523
- Sum of net half-perimeters after detailed placement: 14,700 um
* Chip Area, Yosys: 5770 um^2
- The number of global-route vias before repair was 5,837.
* Worst setup path endpoint: P[15]
- Core box area: 11,000 um^2
- Relative slew slack: 0.426
- Minimum clock period: 20,140 ps
* Cells in synth_stat.txt: 845
- The number of antenna violations at the first check in global routing is 0.
- The min-delay analysis places its worst path in the category in2out.
- The die is 109 um wide.
- Final design utilization: 0.584
* N_diodes: 0
* Residual DRC: 0
- STA classifies the critical path endpoint as a primary output.
- Num ports: 32
* Number of warnings printed during yosys synthesis: 0
- Once iteration 0 of detailed routing completed, the report listed 485 DRC markers.
- Hold-fix buffers at CTS: 0
* Overall Power: 0.643 mW
- Top cell type by total area after synthesis: ha_1
- Each instance of the synthesized netlist takes up on average 6.83 um^2.
- Area share of the largest cell type after synthesis: 0.200
* Outcome: complete, no violations
* Number of inserted filler cells in the final layout: 1,041
* Unique masters post-synth: 75
- Number of instances in the synthesized netlist: 845
- Global-route wire length before repair: 29,800 um
* Pin count of the biggest net entering global routing: 32
- Total leakage power: 2.79 nW
* Required time worst endpoint: 16,800 ps
* Remaining antenna violation count: 0
* Std-Cell Rows: 38
- Of the available clock period, the critical path in the final layout requires 0.959.
- In the final report, the number of pins over their slew limit comes to 0.
* Peak VDD IR: 89.5 uV
- F_max: 0.0497 GHz
- Number of OpenROAD warnings: 77
* DR vias: 6,456
* Number of endpoints failing setup at the final stage: 0
- Area growth from synthesis to final layout: 11.6%
* Hold Violations, Final: 0
* Kind of critical path: in2out
- After routing the design area is 6440 um^2.
- The launch point of the worst min-delay path is recorded as M[0].
* Placed cells: 1,002
* Number of sequential cells: 0
* Port bufs: 32
cell usage in the layout, fill, tap and decap left out, types with 7 or more instances in the layout:
master / n
a21oi_1: 71
o221ai_1: 8
ha_1: 91
fa_1: 14
or2_2: 8
o21bai_1: 21
nor3_1: 16
nor2_1: 85
xor2_1: 16
a221oi_1: 7
mux2i_1: 12
clkdlybuf4s50_1: 32
o21a_1: 7
nand3_1: 10
a21o_1: 13
o22ai_1: 19
nor2b_1: 13
o21ai_0: 55
xnor2_1: 39
buf_4: 22
nand2b_1: 11
a211oi_1: 11
nand2_1: 65
or3_1: 8
inv_1: 68
metal layers:
layer | routed length [um] | share of wire | global-route usage
met5 | 0 | 0 | 0
met2 | 8710 | 0.46 | 0.540
met4 | 719 | 0.038 | 0.106
met1 | 8250 | 0.43 | 0.441
met3 | 1390 | 0.073 | 0.0526
worst min-delay path by stage:
stage / end / slack, ps / cells past startpoint
6_report: P[0] / 9540 / 4
5_1_grt: P[0] / 9600 / 4
4_1_cts: P[0] / 9560 / 4
cell type report:
type                       count  area [um^2]  share of cell area
multi-input combinational    734         5500               0.854
inverter                      75          282              0.0437
tap                          140          175              0.0272
timing repair buffer          54          485              0.0754
Yosys cell counts, types with 6 or more instances:
master / n
fa_1: 14
or2_2: 8
or3_1: 8
nand3_1: 10
nand2_1: 66
ha_1: 92
o221ai_1: 8
mux2i_1: 12
and2_1: 7
xor2_1: 18
a31oi_1: 6
nor2b_1: 13
o21ai_0: 56
nand2b_1: 11
xnor2_1: 41
clkbuf_1: 29
a211oi_1: 13
a22oi_1: 8
o22ai_1: 20
nor4_1: 6
a221oi_1: 9
nor2_1: 86
o21a_1: 8
inv_1: 68
o21bai_1: 21
nor3_1: 18
a21oi_1: 73
a21o_1: 13
power by group:
group | internal, mW | switching [mW]
clock | 0 | 0
combinational | 0.304 | 0.339
sequential | 0 | 0
timing repair:
action / 4_1_cts / 5_1_grt
resized: 0 / 33
endpoints found under the setup margin: 0 / 7
setup buffers: 0 / 1
worst max-delay path: cells and delay by family:
kind / cells / cell delay [ps]
compound gates: 18 / 3500
fa+ha+maj: 8 / 3030
xor+xnor: 8 / 1210
simple gates: 12 / 2230
buf+inv: 8 / 1730
kinds of logic (layout without fill, tap and decap cells):
family | Yosys count | in the layout | share of synthesized area
multiplexers | 13 | 13 | 0.0228
adder cells (fa/ha/maj) | 106 | 106 | 0.248
AND-OR/OR-AND | 296 | 296 | 0.344
AND/OR/NAND/NOR | 259 | 259 | 0.218
buffers and inverters | 111 | 129 | 0.0731
XOR/XNOR | 60 | 60 | 0.0937
stage by stage:
step	setup TNS [ps]	setup slack [ps]	hold WS [ps]
after floorplan	0	2340	8510
after global placement	0	476	9540
after detailed placement	0	247	9540
after CTS	0	217	9560
after global routing	-24.3	-17.8	9600
final	0	860	9540
Power is estimated from default activity; no workload was simulated.
